<file path="./design.v">
module Video
(
	input logic clk,
	output logic vSync,
	output logic hSync,
	output logic drawArea,
	output logic [7:0] red,
	output logic [7:0] green,
	output logic [7:0] blue,
	input logic [7:0] red_on,
	input logic [7:0] red_off,
	input logic [7:0] green_on,
	input logic [7:0] green_off,
	input logic [7:0] blue_on,
	input logic [7:0] blue_off
);
const int LINES 			= 480;
const int LINES_FRONT 	= 10;
const int LINES_SYNC 	= 2;
const int LINES_BACK 	= 33;
const int LINES_ALL		= (LINES + LINES_FRONT + LINES_SYNC + LINES_BACK);
const int PIXELS 			= 650;
const int PIXELS_FRONT 	= 16;
const int PIXELS_SYNC 	= 96;
const int PIXELS_BACK 	= 48;
const int PIXELS_ALL		= (PIXELS + PIXELS_FRONT + PIXELS_SYNC + PIXELS_BACK);
logic [9:0] counterX, counterY;
always_ff@(posedge clk) 
	drawArea <= ((counterY > (LINES_SYNC + LINES_BACK)) && (counterY < (LINES_ALL - LINES_FRONT)) 
				&& (counterX > (PIXELS_SYNC + PIXELS_BACK)) && (counterX < (PIXELS_ALL - PIXELS_FRONT)));
always_ff@(posedge clk) 
	counterX <= (counterX == PIXELS_ALL) ? 1'b1 : counterX + 1'b1;
always_ff@(posedge clk) 
	if(counterX == PIXELS_ALL) 
		counterY <= (counterY == LINES_ALL) ? 1'b1 : counterY + 1'b1;
always_ff@(posedge clk) 
	hSync <= (counterX < PIXELS_SYNC);
always_ff@(posedge clk) 
	vSync <= (counterY < LINES_SYNC);
logic [2:0] index = 3'b000;
logic [2:0] rgb = 3'b000;
always_ff@(posedge clk)
	begin
		if (drawArea)
			begin
				index <= index + 1'b1;  
				if (index == 3'b111) 
					rgb <= rgb + 1'b1;
			end
		else
			begin
				rgb <= 3'b000;  
				index <= 3'b000;
			end
	end
always_ff@(posedge clk)
	begin
		if (rgb[0] == 1)
			red <= red_on;
		else
			red <= red_off;
	end
always_ff@(posedge clk)
	begin
		if (rgb[1] == 1)
			green <= green_on;
		else
			green <= green_off;
	end
always_ff@(posedge clk)
	begin
		if (rgb[2] == 1)
			blue <= blue_on;
		else
			blue <= blue_off;
	end
endmodule 
</file>
<file path="./run.sh">
#!/bin/bash
# OpenROAD 26Q1-2900-gdf79404cd8, Yosys 0.63+post, stock flow scripts
make -C /OpenROAD-flow-scripts/flow DESIGN_CONFIG=/design/flow/config.mk WORK_HOME=/design/flow/orfs finish
</file>
<file path="./config.mk">
export PLATFORM = sky130hd
export DESIGN_NAME = Video
export DESIGN_NICKNAME = Video
export VERILOG_FILES = /design/flow/design.v
export SDC_FILE = /design/flow/constraint.sdc
export NUM_CORES = 4
export LEC_CHECK = 1
export CORE_UTILIZATION = 50
</file>
<file path="./constraint.sdc">
current_design Video

set clk_period 3.7
set clk_io_pct 0.2

create_clock -name clk0 -period $clk_period [get_ports {clk}]

set non_clock_inputs [all_inputs -no_clocks]
set_input_delay [expr $clk_period * $clk_io_pct] -clock clk0 $non_clock_inputs
set_output_delay [expr $clk_period * $clk_io_pct] -clock clk0 [all_outputs]
</file>
==> impl_metrics.json <==
{
  "cts_root_buf": "clkbuf_8",
  "ys_ff": 53,
  "grt_pass1_wl_um": 6490,
  "fp.dieH_um": 67.3,
  "die_w_um": 67.3,
  "vias": 1559,
  "grt_pass1_vias": 1458,
  "post_cts_resized": 0,
  "crit_path_start_kind": "flop",
  "drc_errors": 0,
  "layout_worst_path_cycle_share_pct": 53.6,
  "coreArea_mm2": 0.00406,
  "antenna_cells": 0,
  "cts_tree": "built",
  "fill_cells": 289,
  "drt_first_pass_iters": 4,
  "holdPathStages": 1,
  "die_area_mm2": 0.00453,
  "vdd_drop_max_uv": 273,
  "maxSlewViolCount": 0,
  "routabilityCongestion": 0.867,
  "sequentialPowerShare_pct": 60.2,
  "ant_nets": 0,
  "syn_to_final_growth_pct": 40.7,
  "critical_path.max_stage_delay_ps": 520,
  "status": "complete, no violations",
  "critPathBufInv": 1,
  "cp.depth": 1,
  "viasPerCell": 5.06,
  "postSynthAreaPerCell_um2": 11.8,
  "drt_iter0_drc": 25,
  "p_per_area_mw_per_mm2": 333,
  "initCoreUtil_pct": 52.6,
  "whs_endpoint": "index[0]",
  "p_switching_mw": 0.196,
  "ys_types": 30,
  "numCtsBuffers": 5,
  "ios": 76,
  "fin_util_pct": 74.0,
  "yosys_cells": 181,
  "logic_area_um2": 928,
  "overflow": 0,
  "arrival_ps": 1240,
  "crit_required_ps": 2960,
  "fin_skew_ps": 7.83,
  "place_ws_ps": 1900,
  "worst_path_max_delay_cell": "clkdlybuf4s50_1",
  "grt_usage_pct": 19.8,
  "min-delay-path-class": "flop to flop",
  "fin_setup_tns_ps": 0,
  "fin_hold_ws_ps": 432,
  "drive_above_1_share_pct": 13.6,
  "hold_viol": 0,
  "min_from": "index[0]",
  "routed_wirelength_um": 4080,
  "synthCells": 181,
  "pwr-share-clk_pct": 31.4,
  "cp_top_family": "buffers and inverters",
  "grt_max_degree": 18,
  "io_buffers": 75,
  "cts_hold_buf": 0,
  "cts.sinks": 53,
  "cp_max_fo": 7,
  "final-setup-viol-count": 0,
  "final_cells": 308,
  "dp_hpwl_um": 3000,
  "r2r_cells": 3,
  "synth-edff-count": 10,
  "tool_warnings": 29,
  "synth_warnings": 1,
  "worstPathCellList": "clkdlybuf4s50_1",
  "reg2reg_slack_ps": 1880,
  "slew_headroom_pct": 52.8,
  "ff_type": "dfxtp_1",
  "tightest_slew_ps": 706,
  "clkTransAtPathRegs_ps": 100,
  "wire_per_inst_um": 13.3,
  "finalPower_mw": 1.00,
  "path_class": "flop to primary output",
  "setup_slack_ps": 1720,
  "synth_area_mm2": 0.00213,
  "rr_startpoint": "counterX[6]",
  "ys_async_sr_fraction_pct": 0,
  "clock_path_buffers": 2,
  "min_period_ps": 1980,
  "design_area_mm2": 0.00300,
  "clk_latency_ps": 310,
  "internal_power_mw": 0.804,
  "seq_area_mm2": 0.00116,
  "p_leak_nw": 1.17,
  "p_sw_share_pct": 19.6,
  "fmaxAchievable_ghz": 0.505,
  "ys_seq_share_pct": 54.4,
  "antenna_found_initial": 0,
  "timing.rr.end": "counterY[2]",
  "combPwrFrac_pct": 8.4,
  "cts_htree_levels": 2,
  "placed_cells": 300,
  "rsz0062_at_grt": "false",
  "yosys_area_mm2": 0.00213,
  "cap_violations": 0,
  "rows": 23,
  "place_area_mm2": 0.00292,
  "end_kind": "primary output",
  "post-cts-setup-buffer-count": 0
}
[flip-flops by register name, indices dropped and copies added (netlist names)]
register / count
vSync: 1
hSync: 1
counterY: 10
red: 8
rgb: 3
index: 3
drawArea: 1
green: 8
counterX: 10
blue: 8
[logic make-up (layout without fill, tap and decap cells)]
logic type / Yosys count / after routing / synth area share, %
flops: 53 / 53 / 54.4
fa+ha+maj: 8 / 8 / 4.69
simple gates: 60 / 60 / 16.1
compound gates: 8 / 8 / 2.64
mux: 25 / 25 / 13.1
xor+xnor: 17 / 17 / 6.98
buf+inv: 10 / 87 / 2.11
[cell usage after synthesis (4+ instances only)]
master | instances | area share [%]
and2_1 | 6 | 1.8
and3_1 | 4 | 1.2
clkbuf_1 | 5 | 0.88
dfxtp_1 | 43 | 40
edfxtp_1 | 10 | 14
ha_1 | 8 | 4.7
inv_1 | 4 | 0.70
mux2_2 | 24 | 13
nand2_1 | 11 | 1.9
nand3_1 | 5 | 1.2
nand4_1 | 6 | 1.8
nor2_1 | 11 | 1.9
nor2b_1 | 4 | 1.2
nor3_1 | 4 | 0.94
nor4_1 | 4 | 1.2
xnor2_1 | 9 | 3.7
xor2_1 | 8 | 3.3
[worst reg2reg max path, cell delays in order (launching register included)]
cell     delay, ps
dfxtp_1        410
nor4b_4        290
nand3_2        130
nor3_4         620
[power groups by stage]
| stage | sequential (mW) | combinational [mW] | clock [mW] |
|---|---|---|---|
| finish | 0.602 | 0.0843 | 0.314 |
| global route | 0.604 | 0.0914 | 0.351 |
| CTS | 0.602 | 0.0855 | 0.325 |
[cell type report]
type	instances	share of cell area, %
repair buffers	75	25.0
clock buffers	5	2.29
well taps	50	2.08
clock inverters	3	0.583
inverters	4	0.500
multi-input cells	118	30.9
flip-flops and latches	53	38.7
[worst max-delay path by stage]
stage	start	slack (ps)	endpoint
finish	drawArea	1720	drawArea
global route	drawArea	1630	drawArea
CTS	drawArea	1700	drawArea
[routing by layer]
layer	track usage (%)	share of wire, %	wire length [um]	vias up
met1	30.1	46	1890	696
met3	4.79	9.8	399	10
met4	5.05	2.4	98	0
li1	-	-	-	787
met2	29.8	42	1700	66
met5	0	0	0	-
[placed cells by master (no fill, tap or decap), types with 2 or more instances in the layout]
cell	synthesis	routed
clkdlybuf4s50_1	0	75
dfxtp_1	43	43
mux2_2	24	24
nand2_1	11	11
nor2_1	11	11
edfxtp_1	10	10
xnor2_1	9	9
xor2_1	8	8
ha_1	8	8
and2_1	6	6
nand4_1	6	6
nand3_1	5	5
clkbuf_8	0	5
nor4_1	4	4
nor2b_1	4	4
and3_1	4	4
inv_1	4	4
nor3_1	4	4
o31ai_1	2	2
a21oi_1	2	2
clkinv_2	0	2
Power is estimated from default activity; no workload was simulated.
